## ./run.sh

```bash
#!/bin/bash
# OpenROAD 26Q1-2900-gdf79404cd8, Yosys 0.63+post, stock flow scripts
make -C /OpenROAD-flow-scripts/flow DESIGN_CONFIG=/design/flow/config.mk WORK_HOME=/design/flow/orfs finish
```

## ./config.mk

```make
export PLATFORM = sky130hd
export DESIGN_NAME = alu
export DESIGN_NICKNAME = alu
export VERILOG_FILES = /design/flow/design.v
export SDC_FILE = /design/flow/constraint.sdc
export NUM_CORES = 4
export LEC_CHECK = 1
export CORE_UTILIZATION = 30
export SYNTH_HDL_FRONTEND = slang
```

## ./constraint.sdc

```tcl
current_design alu

set clk_period 11.5
set clk_io_pct 0.2

create_clock -name clk0 -period $clk_period [get_ports {clk}]

set non_clock_inputs [all_inputs -no_clocks]
set_input_delay [expr $clk_period * $clk_io_pct] -clock clk0 $non_clock_inputs
set_output_delay [expr $clk_period * $clk_io_pct] -clock clk0 [all_outputs]
```

## ./design.v

```verilog
module alu(
    output[16 - 1:0] data_out,
	 output 							  valid_out,
	 output 							  cmd_out,
	 input [16 - 1:0] data_in,
	 input 							  valid_in,
	 input 							  cmd_in,
	 output 									 amm_read,
	 output[8 - 1:0] amm_address,
	 input [8 - 1:0] amm_readdata,
	 input 									 amm_waitrequest,
	 input[1:0] 							 amm_response,
	 input clk,
	 input rst_n
    );
	reg amm_read_reg = 0;
	reg[8 - 1:0] amm_address_reg = 0;
	reg[3:0] opcode=0;
	reg[1:0] mod[62:0];   
	reg error = 0;
	reg[11:0] result = 0;
	reg[11:0] resultNext = 0;
	reg[16 - 1:0] data_out_reg = 0;
	reg[7:0] operands[62:0];  
	reg[7:0] nr_Operands = 0;
	reg[7:0] operand_in = 0;
	reg[7:0] operand_in_next = 0;
	reg[7:0] operand_proc = 0;
	reg[7:0] operand_proc_next = 0;
	reg[7:0] operand_cal = 0;
	reg[7:0] operand_cal_next = 0;
	reg valid_out_reg = 0;
	reg cmd_out_reg = 0;
	reg[7:0] i = 0;
	reg[3:0] state = 0;
	reg[3:0] next_state = 0;
	initial begin
		for(i = 0; i < 63; i = i + 1) begin
			mod[i] = 0;
			operands[i] = 0;
		end
	end
	always @ (posedge clk)
	begin
		if(rst_n == 0)
			state <= 0;
		state <= next_state;
		result <= resultNext;
		operand_in <= operand_in_next;
		operand_proc <= operand_proc_next;
		operand_cal <= operand_cal_next;
	end
	always @(*)
	begin
	amm_read_reg = 0;
	amm_address_reg = 0;
	data_out_reg = 0;
	cmd_out_reg = 0;
	valid_out_reg = 0;
	case(state)
		0: begin
			resultNext = 0;
			error = 0;
			opcode = 0;
			nr_Operands = 0;
			operand_in_next = 0;
			operand_proc_next = 0;
			operand_cal_next = 0;	
			for(i = 0; i < 63; i = i + 1) begin
				mod[i] = 0;
				operands[i] = 0;
			end
			next_state = 2;
		end
		2: begin
			if(valid_in == 1 && cmd_in == 1) begin
					opcode = data_in[11:8];
					nr_Operands = data_in[5:0];
					if(nr_Operands == 0 					 ||
					(opcode== 4 && nr_Operands != 1)  ||
					(opcode == 5 && nr_Operands != 1) ||
					(opcode == 6 && nr_Operands != 1) ||
					(opcode == 7 && nr_Operands != 1) ||
					(opcode == 8 && nr_Operands != 2) ||
					(opcode == 9 && nr_Operands != 2)) 
					begin  
						error = 1;
						next_state = 10;
					end
					else begin
						next_state = 4;
					end
			end
			else begin
				next_state = 2;
			end
		end
		4: begin
			if(valid_in == 1) begin
					mod[operand_in_next] = data_in[9:8];
					operands[operand_in_next] = data_in[7:0];
					operand_in_next = operand_in + 1;
					next_state = 4;
			end
			else if(operand_in == nr_Operands) begin 
				next_state = 6; 
			end
			else begin
				next_state = 4;
			end
		end
		6: begin
			if(operand_proc == nr_Operands) begin
				next_state = 8;
			end
			else begin
				if(mod[operand_proc] == 2'b01) begin
					amm_read_reg = 1;
					amm_address_reg = operands[operand_proc];
					next_state = 6 + 1;
				end
				else begin
					operand_proc_next = operand_proc + 1;
					next_state = 6;
				end
			end
		end
		6 + 1: begin
			if(amm_waitrequest == 0 && amm_response == 2'b00) begin
				operands[operand_proc] = amm_readdata;
				operand_proc_next = operand_proc + 1;
				next_state = 6;
			end
			else if(amm_waitrequest == 0 && amm_response != 2'b00) begin 
				error = 1; 
				next_state = 10;
			end
			else begin
				amm_read_reg = 1;
				amm_address_reg = operands[operand_proc];
				next_state = 6 + 1;
			end
		end	
		8: begin
			if(operand_cal == nr_Operands) begin
				next_state = 10;
			end
			else begin
				case(opcode)
					'h0: begin
						resultNext = result + operands[operand_cal];
						operand_cal_next = operand_cal + 1;
						next_state = 8;
					end
					'h1: begin
						if(operand_cal == 0) begin
							resultNext[7:0] = operands[0];
							operand_cal_next = 1;
						end
						else begin
							resultNext[7:0] = result[7:0] & operands[operand_cal];
							operand_cal_next = operand_cal + 1;
						end
						next_state = 8;
					end
					'h2: begin
						resultNext[7:0] = result[7:0] | operands[operand_cal];
						operand_cal_next = operand_cal + 1;
						next_state = 8;
					end
					'h3: begin
						resultNext[7:0] = result[7:0] ^ operands[operand_cal];
						operand_cal_next = operand_cal + 1;
						next_state = 8;
					end
					'h4: begin						
						resultNext[7:0] = ~operands[operand_cal];
						operand_cal_next = operand_cal + 1;
					end
					'h5: begin						
						resultNext[7:0] = operands[operand_cal] + 1;
						operand_cal_next = operand_cal + 1;
					end
					'h6: begin						
						resultNext[7:0] = operands[operand_cal] - 1;
						operand_cal_next = operand_cal + 1;
					end
					'h7: begin						
						resultNext[7:0] = -operands[operand_cal];
						operand_cal_next = operand_cal + 1;
					end
					'h8: begin						
						resultNext[7:0] = operands[operand_cal] >> operands[operand_cal + 1];
						operand_cal_next = operand_cal + 2;
					end
					'h9: begin					
						resultNext[7:0] = operands[operand_cal] << operands[operand_cal + 1];
						operand_cal_next = operand_cal + 2;
					end
			endcase
			end
		end
		10: begin
			valid_out_reg = 1;
			cmd_out_reg = 1;
			data_out_reg = {11'b0, error, opcode};
			next_state = 10 + 1;
		end
		10 + 1: begin
			valid_out_reg = 1;
			if(error) begin
				data_out_reg = {4'b0, 12'hBAD};
			end
			else begin
				data_out_reg = {4'b0, result};
			end
			next_state = 0;
		end
	endcase
	end
	assign amm_read = amm_read_reg;
	assign amm_address = amm_address_reg;
	assign data_out = data_out_reg;
	assign valid_out = valid_out_reg;
	assign cmd_out = cmd_out_reg;
endmodule
```

==> results_slide.txt <==
Flow Results at a Glance

Outcome
  • Status: completed

Clocking
  • Clk slew on worst S/H paths: 0.06 ns
  • Total CTS buffers: 5
  • CTS tree: yes
  • Depth of the CTS H-tree: 2
  • Deepest clock path buffer count: 2
  • Postcts setup bufs: 0
  • CTS root buf: clkbuf_16
  • Cts repair resizes: 0
  • Cts hold-fix bufs: 0

Job
  • MaxCap Viol Count: 0
  • Log Warnings: 41

Synth
  • Avg Synthesized Cell Area: 9.953 sq um
  • Yosys warns: 0
  • Post-Synth Adder-Cell Area: 1.404%
  • Asr flop ratio synth: 0%
  • Dominant kind of combinational cell: AND-OR/OR-AND gates
  • EDFF count, synth: 0
  • Mapped Area: 0.02781 sq mm
  • XORs/XNORs by Area: 1.953%
  • Yosys Instances: 2794
  • AO/OA Area Share: 21.17%
  • Post-Syn Instances: 2794
  • Simple Share, Synth: 11.40%
  • Flops after synth: 721
  • Synth unique cells: 102
  • Synth mux share: 19.20%
  • Area leader, netlist: dlxtp_1
  • Ys flop type: dlxtp_1
  • Yosys top cell area share: 36.68%
  • Synth top area cells: dlxtp_1, mux4_2, a22oi_1
  • YS chip area: 0.02781 sq mm

Setup path
  • Crit path from: operand_proc[0]$_DFF_P_
  • Worst-path maximum fanout: 36
  • CP Launch Type: register
  • Crit path DAT: 5.00 ns
  • Critical setup path kind: reg -> out
  • Critical Path RT: 9.20 ns
  • Crit end category: output port

Global routing
  • Largest net degree at the start of global routing: 113
  • First-pass GRT wire length: 161.6 mm
  • GRT Resource Usage Total: 23.99%
  • Initial antenna violation count: 5
  • Vias in the first global route: 23620
  • Gr ovfl total: 0

Place
  • PortBufs: 48
  • Worst setup slack after placement: 4.582 ns
  • GP Congestion: 1.039
  • DP Area: 0.02953 sq mm
  • HPWL after detailed placement: 77.05 mm

Final layout
  • Most common logic cell in the routed design: dlxtp_1
  • Layout cell share with drive strength beyond 1: 12.74%
  • Final instance area: 0.02969 sq mm
  • Final core utilization: 32.35%
  • Comb. cell area: 0.01543 sq mm
  • Register area: 0.01104 sq mm
  • Layout fillers: 9322
  • Top cells excl fill/tap: dlxtp_1, a22oi_1, mux4_2, nor2_1, nand2_1
  • Layout area overhead: 6.785%

Min path
  • Min-Delay Path Class: reg -> out
  • WHS Path Cells: 3
  • HP Start: result[11]$_DFF_P_

Floorplan
  • Ports: 58
  • Die span in x: 306.5 um
  • Core area: 0.09180 sq mm
  • FP Util: 30.29%
  • DIE AREA: 0.09391 sq mm
  • Rows: 111
  • Die height: 306.5 um

Timing
  • Unrepaired setup endpoints after global routing: false
  • Endpoints left unconstrained: 721
  • Least-Margin Pin Slew: 1.017 ns
  • Fin crit share: 63.48%
  • Fmax: 137.0 MHz
  • Setup Viol. Count Final: 0
  • Final worst slack: 4.200 ns
  • Final Hold Fails: 0
  • Final slew viol count: 0
  • Slew Limit Headroom: 31.29%
  • Final min period: 7.300 ns
  • Final TNS setup: 0 ns
  • Register pins left without a clock: 681

Routing
  • Via count: 24790
  • Residual DRC: 0
  • WL final: 111.3 mm
  • Post-DRT Antenna Nets: 0
  • Vias per inst: 6.213
  • Ant diodes: 0
  • DR pass1 iterations: 7
  • WL/cell: 27.89 um
  • DR iter-0 viols: 2688

Power
  • Maximum vdd drop: 79.76 uV
  • Pwr dens: 143.7 mW/mm^2
  • Lkg Pwr: 10.48 nW
## metrics by stage
step                      power, mW  hold slack [ns]  cells
after floorplan               2.973            2.685   2797
after global placement        3.989            3.160   3982
after detailed placement      3.983            3.157   3982
after CTS                     4.148            3.480   3990
after global routing          4.408            3.517   3990
final                         4.266            3.464   3990
## worst paths after layout
| kind | endpoint | slack, ns |
|---|---|---|
| worst max-delay path | amm_address[5] | 4.20 |
| worst min-delay path | data_out[11] | 3.46 |
## critical path, stage by stage, from the launching register on
cell and delay [ns]:
dfxtp_1 0.29, buf_4 0.27, nor2b_1 0.16, buf_4 0.19, and2_4 0.31, buf_4 0.51, buf_4 0.61, a221oi_1 0.16
a31oi_1 0.22, a2111oi_0 0.10, a2111oi_0 0.39, buf_4 0.23, a22o_1 0.13, buf_4 0.29, o41a_1 0.30, clkdlybuf4s50_1 0.50
## metal layers
metal / up-vias / wire length (um) / track usage, %
met1: 12010 / 41220 / 30.91
met2: 1795 / 47290 / 34.53
met3: 309 / 17260 / 12.50
li1: 10670 / - / -
met5: - / 241 / 1.499
met4: 12 / 5286 / 8.721
## sequential cells by signal, indices dropped and copies added, names as in the netlist
signal,count
operands,504
result,12
resultNext,12
next_state,4
operand_cal,8
error,1
operand_proc_next,8
operand_in,8
opcode,4
operand_cal_next,8
operand_in_next,8
state,4
nr_Operands,6
mod,126
operand_proc,8
## cell type report
cell class / instances / area share [%]
flip-flops and latches: 721 / 37.17
clock buffers: 6 / 0.4340
inverters: 33 / 0.4256
repair buffers: 159 / 4.635
multi-input cells: 1826 / 51.98
clock inverters: 2 / 0.1180
well taps: 1243 / 5.237
## kinds of logic after synthesis
logic type      after synthesis
mux                         276
latches                     681
other cells                   1
flops                        40
simple gates                636
buf+inv                     250
xor+xnor                     59
fa+ha+maj                    30
compound gates              821
## synthesized netlist by cell type (all sizes together), types with 32 or more instances
cell type  count
a21oi         82
a22oi        293
a31oi         32
buf          116
clkbuf       100
dfxtp         40
dlxtp        681
inv           33
mux2i         67
mux4         194
nand2        142
nand3         64
nand4         43
nor2         160
nor3          73
o21ai        131
o21bai        68
## report_power, final
group	total, mW	switching, mW	internal (mW)
clock network	0.158	0.0561	0.102
logic	2.39	1.63	0.758
registers	1.72	0.251	1.47
Power is estimated from default activity; no workload was simulated.
